`./design.v`:
```
module i2c_controller_test (
    output scl,
    input  slv_sda_in,
    output slv_sda_oe,
    output slv_sda_out,
    input  slv_scl,
    output user_led1,
    input  pll_inst1_CLKOUT0,  
    input pll_inst1_CLKOUT1,  
    input pll_inst1_CLKOUT2,  
    input  user_button0,
    input  user_button1,
	input         tx_pixel_clk,    
	output        MIPI_TX1_DPHY_RSTN,
	output        MIPI_TX1_RSTN,
	output        MIPI_TX1_VALID,
	output        MIPI_TX1_HSYNC,
	output        MIPI_TX1_VSYNC,
	output [63:0] MIPI_TX1_DATA,
	output [5:0]  MIPI_TX1_TYPE,
	output [1:0]  MIPI_TX1_LANES,
	output        MIPI_TX1_FRAME_MODE,
	output [15:0] MIPI_TX1_HRES,
	output [1:0]  MIPI_TX1_VC,
	output [3:0]  MIPI_TX1_ULPS_ENTER,
	output [3:0]  MIPI_TX1_ULPS_EXIT,
	output        MIPI_TX1_ULPS_CLK_ENTER,
	output        MIPI_TX1_ULPS_CLK_EXIT
);
reg rst;
i2c u_i2c(
    .SCL(slv_scl),
    .SDA_o(slv_sda_out),
    .SDA_oe(slv_sda_oe),
    .SDA_i(slv_sda_in),
    .RST(rst)
    );
reg [31:0] cnt;
reg user_led1;
initial
begin
    cnt <= 0;
    user_led1 <= 1;
    rst <= 1;
end
always @(posedge pll_inst1_CLKOUT1)
begin
    cnt <= cnt + 32'b1;
    if (cnt > 1000) begin
        user_led1 <= 0;
        rst <= 0;
    end
end
reg [31:0] cnt_100_msec;
always @(posedge pll_inst1_CLKOUT0)
begin
    cnt_100_msec <= cnt_100_msec + 32'b1;
    if (cnt_100_msec == 10000000) begin
        cnt_100_msec <= 0;
    end
end
assign scl = cnt[27];
parameter [3:0] STATE_IDLE      = 4'h0,
                STATE_FS        = 4'h1,
                STATE_HLINE     = 4'h2,
                STATE_HLINE_D   = 4'h3,
                STATE_FE        = 4'h4,
                STATE_HLINE_END = 4'h5;
assign rst_n = !rst;
reg [2:0]       mipi_tx_state;
reg vsync;
reg hsync;
reg valid_h;
reg [63:0] tx_pixel_data; 
reg [31:0] tx_cnt;
reg [9:0] px_cnt;
always @(posedge tx_pixel_clk) begin
  if (~rst_n) begin
     tx_pixel_data <= 64'b0;
     vsync <= 0;
     hsync <= 0;
     valid_h <= 0;
     mipi_tx_state <= STATE_IDLE;
     tx_cnt <= 0;
     px_cnt <= 0;
  end
  else begin
     tx_cnt++;
     case (mipi_tx_state)
        STATE_IDLE:
                begin
                    vsync <= 0;
                    if (tx_cnt == 1000) mipi_tx_state <= STATE_FS;
                end
        STATE_FS:
                begin
                    vsync <= 1;
                    if (tx_cnt == 1002)  mipi_tx_state <= STATE_HLINE;
                end
        STATE_HLINE:
                begin
                    hsync <= 1;
                    px_cnt <= 0;
                    if (tx_cnt == 1100)  mipi_tx_state <= STATE_HLINE_D;
                end
        STATE_HLINE_D:
                begin
                    px_cnt++;
                    tx_pixel_data <= {px_cnt, px_cnt, px_cnt, px_cnt, px_cnt, px_cnt};
                    valid_h <= 1;
                    if (tx_cnt == 1100+(600/6))  mipi_tx_state <= STATE_HLINE_END;
                end
        STATE_HLINE_END:
                begin
                    valid_h <= 0;
                    if (tx_cnt == 1100+(600/6)+100)  mipi_tx_state <= STATE_FE;
                end
        STATE_FE:
                begin
                    hsync <= 0;
                    if (tx_cnt == 1100+(600/6)+100+10000) begin
                        mipi_tx_state <= STATE_IDLE;
                        tx_cnt <= 0;
                    end
                end
     endcase
  end
end
assign MIPI_TX1_DPHY_RSTN = rst_n;
assign MIPI_TX1_RSTN = rst_n;
assign MIPI_TX1_VALID = valid_h;
assign MIPI_TX1_HSYNC = hsync;
assign MIPI_TX1_VSYNC = vsync;
assign MIPI_TX1_DATA = tx_pixel_data;
assign MIPI_TX1_TYPE =  6'h2B; 
assign MIPI_TX1_LANES = 2'b01;                 
assign MIPI_TX1_FRAME_MODE = 1'b0;             
assign MIPI_TX1_HRES = 600;          
assign MIPI_TX1_VC = 2'b00;                    
assign MIPI_TX1_ULPS_ENTER = 4'b0000;
assign MIPI_TX1_ULPS_EXIT = 4'b0000;
assign MIPI_TX1_ULPS_CLK_ENTER = 1'b0;
assign MIPI_TX1_ULPS_CLK_EXIT = 1'b0;
endmodule
module i2c(
SCL,
SDA_i,
SDA_o,
SDA_oe,
RST
);
input SCL,RST; 
input SDA_i;
output SDA_oe, SDA_o;
wire SDA;
parameter [2:0] STATE_IDLE      = 3'h0, 
                STATE_DEV_ADDR  = 3'h1, 
                STATE_READ      = 3'h2, 
                STATE_IDX_PTR   = 3'h3, 
                STATE_WRITE     = 3'h4; 
reg             start_detect;
reg             start_resetter;
reg             stop_detect;
reg             stop_resetter;
reg [3:0]       bit_counter; 
reg [7:0]       input_shift;
reg             master_ack;
reg [2:0]       state;
reg [7:0]       reg_00,reg_01,reg_02,reg_03; 
reg [7:0]       output_shift;
reg             output_control;
reg [7:0]       index_pointer;
parameter [6:0] device_address = 7'h10;
wire            start_rst = RST | start_resetter; 
wire            stop_rst = RST | stop_resetter; 
wire            lsb_bit = (bit_counter == 4'h7) && !start_detect; 
wire            ack_bit = (bit_counter == 4'h8) && !start_detect; 
wire            address_detect = (input_shift[7:1] == device_address); 
wire            read_write_bit = input_shift[0]; 
wire            write_strobe = (state == STATE_WRITE) && ack_bit; 
assign          SDA = output_control ? SDA_i: 1'b0;
assign          SDA_o = SDA;
assign          SDA_oe = !output_control;
always @ (posedge start_rst or negedge SDA)
begin
        if (start_rst)
                start_detect <= 1'b0;
        else
                start_detect <= SCL;
end
always @ (posedge RST or posedge SCL)
begin
        if (RST)
                start_resetter <= 1'b0;
        else
                start_resetter <= start_detect;
end
always @ (posedge stop_rst or posedge SDA)
begin   
        if (stop_rst)
                stop_detect <= 1'b0;
        else
                stop_detect <= SCL;
end
always @ (posedge RST or posedge SCL)
begin   
        if (RST)
                stop_resetter <= 1'b0;
        else
                stop_resetter <= stop_detect;
end
always @ (negedge SCL)
begin
        if (ack_bit || start_detect)
                bit_counter <= 4'h0;
        else
                bit_counter <= bit_counter + 4'h1;
end
always @ (posedge SCL)
        if (!ack_bit)
                input_shift <= {input_shift[6:0], SDA};
always @ (posedge SCL)
        if (ack_bit)
                master_ack <= ~SDA; 
always @ (posedge RST or negedge SCL) 
begin
        if (RST)
                state <= STATE_IDLE;
        else if (start_detect)
                state <= STATE_DEV_ADDR;
        else if (ack_bit) 
        begin
                case (state)
                STATE_IDLE:
                        state <= STATE_IDLE;
                STATE_DEV_ADDR:
                        if (!address_detect) 
                                state <= STATE_IDLE;
                        else if (read_write_bit) 
                                state <= STATE_READ;
                        else 
                                state <= STATE_WRITE; 
                STATE_READ:
                        if (master_ack) 
                                state <= STATE_READ;
                        else 
                                state <= STATE_IDLE;
                STATE_IDX_PTR:
                        state <= STATE_WRITE; 
                STATE_WRITE:
                        state <= STATE_WRITE; 
                endcase
        end
        else if(stop_detect) 
                state <= STATE_IDLE; 
end
always @ (posedge RST or negedge SCL)
begin
        if (RST)
                index_pointer <= 8'h00;
        else if (stop_detect)
                index_pointer <= 8'h00;
        else if (ack_bit) 
        begin
                if (state == STATE_IDX_PTR)  
                        index_pointer <= input_shift;
                else 
                        index_pointer <= index_pointer + 8'h01;
        end
end
always @ (posedge RST or negedge SCL)
begin
        if (RST)
        begin
                reg_00 <= 8'h00;
                reg_01 <= 8'h00;
                reg_02 <= 8'h00;
                reg_03 <= 8'h00;
        end 
        else if (write_strobe && (index_pointer == 8'h00))
                reg_00 <= input_shift;
        else if (write_strobe && (index_pointer == 8'h01))
                reg_01 <= input_shift;
        else if (write_strobe && (index_pointer == 8'h02))
                reg_02 <= input_shift;
        else if (write_strobe && (index_pointer == 8'h03))
                reg_03 <= input_shift;
end
always @ (negedge SCL)
begin   
        if (lsb_bit) 
        begin   
                case ( {reg_01, reg_02})
                16'h0000: output_shift <= 'h02;
                16'h0001: output_shift <= 'h19;
                16'h0388: output_shift <= 'h01;
                16'h0389: output_shift <= 'hf4;
                default: output_shift <= 'h00;
                endcase
        end
        else
                output_shift <= {output_shift[6:0], 1'b0};
end
always @ (posedge RST or negedge SCL)
begin   
        if (RST)
                output_control <= 1'b1;
        else if (start_detect)
                output_control <= 1'b1;
        else if (lsb_bit)
        begin   
                output_control <=
                    !(((state == STATE_DEV_ADDR) && address_detect) ||
                      (state == STATE_IDX_PTR) ||
                      (state == STATE_WRITE)); 
        end
        else if (ack_bit)
        begin
                if (((state == STATE_READ) && master_ack) ||
                    ((state == STATE_DEV_ADDR) &&
                        address_detect && read_write_bit))
                        output_control <= output_shift[7];
                else
                        output_control <= 1'b1;
        end
        else if (state == STATE_READ) 
                output_control <= output_shift[7];
        else
                output_control <= 1'b1;
end
endmodule
```
`./run.sh`:
```
#!/bin/bash
# OpenROAD 26Q1-2900-gdf79404cd8, Yosys 0.63+post, stock flow scripts
make -C /OpenROAD-flow-scripts/flow DESIGN_CONFIG=/design/flow/config.mk WORK_HOME=/design/flow/orfs finish
```
`./config.mk`:
```
export PLATFORM = sky130hd
export DESIGN_NAME = i2c_controller_test
export DESIGN_NICKNAME = i2c_controller_test
export VERILOG_FILES = /design/flow/design.v
export SDC_FILE = /design/flow/constraint.sdc
export NUM_CORES = 4
export LEC_CHECK = 1
export CORE_UTILIZATION = 50
```
`./constraint.sdc`:
```
current_design i2c_controller_test

set clk_period 4.4
set clk_io_pct 0.2

create_clock -name clk0 -period $clk_period [get_ports {pll_inst1_CLKOUT1}]
create_clock -name clk1 -period $clk_period [get_ports {slv_scl}]
create_clock -name clk2 -period $clk_period [get_ports {tx_pixel_clk}]

set non_clock_inputs [all_inputs -no_clocks]
set_input_delay [expr $clk_period * $clk_io_pct] -clock clk0 $non_clock_inputs
set_output_delay [expr $clk_period * $clk_io_pct] -clock clk0 [all_outputs]
```
==> results_dict.tcl <==
# place-and-route summary
set metrics [dict create \
    status "finished, violations left" \
    violations "negative setup slack" \
    min_from "u_i2c.output_shift[6]$_DFF_N_" \
    wire_per_inst_um 14.2 \
    ys_cells 813 \
    synth_warnings 3 \
    slowest_delay_ns 0.38 \
    ys_ff 147 \
    cts_tree "done" \
    start_kind "flop" \
    first_pass_iters 24 \
    place_hpwl_um 9940 \
    maxSlewHeadroom 0.518 \
    worstRegToRegCells 15 \
    critPathArrivalTime_ns 4.61 \
    clk_pin_slew_ns 0.06 \
    cts_hold_buf 0 \
    fin_util 0.604 \
    synth_area_leader_cell "dfxtp_1" \
    drive_above_1_share 0.114 \
    vias 5690 \
    drv_slew 0 \
    place_ws_ns 0.192 \
    syn_area_mm2 0.00762 \
    timing.hold.ws_ns 0.419 \
    worst_pin_slew_ns 0.714 \
    finalHoldViolCount 0 \
    hold_depth 1 \
    grt_first_pass_wirelength_um 25200 \
    yosysTopAreaCellShare 0.276 \
    r2r-start "u_i2c.output_control$_DFF_NP1_" \
    io_buffer_count 70 \
    simple_gate_area_frac 0.206 \
    critPathKind "flop to flop" \
    endpoint_kind "flop" \
    yosys_area_mm2 0.00762 \
    warnings 39 \
    leakage_nw 3.38 \
    synth.avg_cell_area_um2 9.37 \
    area_growth_pct 16.5 \
    gp_congestion 0.880 \
    untimed_endpoints 4 \
    max_cap_violations 0 \
    die_area_mm2 0.0157 \
    cp.required_ns 4.56 \
    ff2ff_setup_slack_ns -0.05 \
    ys_top_logic_family "simple AND/OR/NAND/NOR gates" \
    drc 0 \
    gr-total-overflow 0 \
    unclocked_pins 2 \
    die_x_um 125 \
    n_antenna_cell 0 \
    fp-utilization 0.518 \
    min_to "u_i2c.output_shift[7]$_DFF_N_" \
    coreArea_mm2 0.0147 \
    syn_inst 813 \
    ys_seq_share 0.421 \
    grt_max_degree 63 \
    edf_count 10 \
    std_cell_rows 44 \
    dieHeight_um 125 \
    ys_types 71 \
    crit_chain "nand2_2 > inv_2 > buf_6 > buf_6 > buf_6 > buf_4 > buf_4 > buf_4 > buf_6 > buf_6 > buf_6 > buf_6 > buf_6 > buf_6 > buf_6" \
    grt_pass1_vias 5300 \
    pin_count 118 \
    avgViaCountPerCell 5.40 \
    wl_um 15000 \
    reg2reg_to "u_i2c.input_shift[0]$_DFFE_PN_" \
    power_density_mw_per_mm2 357 \
    critPathSlowestCell "dfstp_2" \
    async_flop_share 0.218 \
    flop_cell "dfxtp_1" \
    fa_ha_area_frac 0.0197 \
    ant_nets 0 \
    crit_top_cell "buf_6" \
    dr.first_iter.drc_count 289 \
    rsz0062_at_grt "true" \
    xor_area_frac 0.0874 \
    area_leaders "dfxtp_1 28%, buf_4 9.4%, dfrtn_1 9.2%, xnor2_1 6.0%, edfxtp_1 3.9%" \
    fin_skew_ns 0.112 \
    aoi_share 0.110 \
    hold_class "flop to flop" \
    setup_violations 1 \
    path_max_fanout 3 \
    setup_ws_ns -0.0473 \
    antenna_found_initial 0 \
    mux_area_frac 0.0320 \
    ir_worst_vdd_uv 295 \
    track_usage 0.200 \
]
[cell usage after synthesis, types with 6 or more instances]
| cell | count |
|---|---|
| a211oi_1 | 37 |
| a21o_1 | 10 |
| a21oi_1 | 19 |
| and3_1 | 19 |
| buf_2 | 10 |
| buf_4 | 95 |
| clkbuf_1 | 20 |
| dfrtn_1 | 28 |
| dfxtp_1 | 105 |
| edfxtp_1 | 10 |
| ha_1 | 12 |
| inv_1 | 25 |
| mux2_2 | 19 |
| nand2_1 | 46 |
| nand3_1 | 37 |
| nand3b_1 | 7 |
| nand4_1 | 25 |
| nor2_1 | 60 |
| nor3_1 | 18 |
| nor4_1 | 21 |
| o211ai_1 | 6 |
| o21ai_0 | 19 |
| xnor2_1 | 52 |
| xor2_1 | 24 |
[report_power, final]
part | switching [mW] | internal [mW]
sequential | 0.00634 | 1.34
combinational | 0.00817 | 0.0146
clock | 0.595 | 1.20
[cell type report]
| cell class | instances | area (um2) |
|---|---|---|
| Clock buffer | 29 | 629 |
| Multi-Input combinational cell | 554 | 3630 |
| Inverter | 25 | 93.8 |
| Timing Repair Buffer | 94 | 916 |
| Sequential cell | 147 | 3200 |
| Clock inverter | 20 | 171 |
| Fill cell | 1139 | 5830 |
| Tap cell | 184 | 230 |
[metrics by stage]
stage	total power, mW	TNS, ns	cells	area, um2
detailed placement	1.41	0	990	7930
global placement	1.41	0	990	7930
floorplan	1.43	0	853	7770
global route	3.27	-0.0784	1053	8870
finish	3.16	-0.0473	1053	8870
CTS	3.19	-0.262	1052	8850
[layout by cell type (no fill, tap or decap), types with 4 or more instances in the layout]
| cell type | instances |
|---|---|
| a211oi_1 | 37 |
| a21o_1 | 10 |
| a21oi_1 | 19 |
| and2_1 | 5 |
| and3_1 | 19 |
| and4_1 | 5 |
| buf_4 | 14 |
| buf_6 | 10 |
| clkbuf_1 | 4 |
| clkbuf_16 | 24 |
| clkdlybuf4s50_1 | 68 |
| conb_1 | 42 |
| dfrtn_1 | 28 |
| dfxtp_1 | 105 |
| edfxtp_1 | 10 |
| ha_1 | 12 |
| inv_1 | 35 |
| mux2_2 | 19 |
| nand2_1 | 45 |
| nand2b_1 | 5 |
| nand3_1 | 37 |
| nand3b_1 | 7 |
| nand4_1 | 25 |
| nor2_1 | 60 |
| nor3_1 | 18 |
| nor4_1 | 21 |
| nor4b_1 | 4 |
| o211ai_1 | 6 |
| o21ai_0 | 19 |
| or4_1 | 4 |
| xnor2_1 | 52 |
| xor2_1 | 24 |
[sequential cells by signal (all words and copies together), names as in the netlist, 3 cells and up]
register             flops
mipi_tx_state            6
tx_cnt                  32
u_i2c.reg_02             8
u_i2c.bit_counter        4
px_cnt                  10
u_i2c.state              3
u_i2c.reg_01             8
u_i2c.output_shift       8
tx_pixel_data           10
cnt                     32
u_i2c.index_pointer      8
u_i2c.input_shift        8
[how the worst max path moves through the flow]
stage / from / endpoint / slack [ns] / cells past startpoint
final: u_i2c.output_control$_DFF_NP1_ / u_i2c.input_shift[0]$_DFFE_PN_ / -0.05 / 15
after global routing: u_i2c.output_control$_DFF_NP1_ / u_i2c.input_shift[0]$_DFFE_PN_ / -0.08 / 15
after CTS: u_i2c.output_control$_DFF_NP1_ / slv_sda_oe / -0.14 / 2
[repair_timing]
action | in CTS | in global routing
buffers inserted | 14 | 2
cloned | 0 | 0
resized | 8 | 9
setup endpoints to repair | 2 | 3
[worst max-delay path, delay by kind of cell, from the launching register on]
family        cells  cell delay [ns]
buf+inv          14             1.42
simple gates      1             0.08
flops             1             0.38
[cells by family after synthesis]
family | count (synthesis)
xor gates and xnor gates | 76
AOI/OAI and AO/OA | 118
and+or+nand+nor | 284
other | 2
muxes | 22
adders and majority gates | 12
buffers and inverters | 152
DFF | 147
[per-layer routing]
layer	part of all wire	GRT usage	vias to the layer above
met5	0	0	-
met2	0.46	0.304	134
met1	0.48	0.308	2667
met3	0.044	0.0401	29
met4	0.019	0.0459	0
li1	-	-	2860
No activity file was given, so power comes from the tool's default toggle rates.
